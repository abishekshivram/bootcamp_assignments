[constraint.sdc]
current_design moving_average

set clk_period 8.1
set clk_io_pct 0.2

create_clock -name clk0 -period $clk_period [get_ports {i_clk}]

set non_clock_inputs [all_inputs -no_clocks]
set_input_delay [expr $clk_period * $clk_io_pct] -clock clk0 $non_clock_inputs
set_output_delay [expr $clk_period * $clk_io_pct] -clock clk0 [all_outputs]
[config.mk]
export PLATFORM = sky130hd
export DESIGN_NAME = moving_average
export DESIGN_NICKNAME = moving_average
export VERILOG_FILES = /design/flow/design.v
export SDC_FILE = /design/flow/constraint.sdc
export NUM_CORES = 4
export LEC_CHECK = 1
export CORE_UTILIZATION = 40
[run.sh]
#!/bin/bash
# OpenROAD 26Q1-2900-gdf79404cd8, Yosys 0.63+post, stock flow scripts
make -C /OpenROAD-flow-scripts/flow DESIGN_CONFIG=/design/flow/config.mk WORK_HOME=/design/flow/orfs finish
[design.v]
`timescale 1ns/100ps
module moving_average
  #(
    parameter DATA_WD = 16
    )
   (
    input logic                       i_clk,
    input logic                       i_rstb,
    input logic signed [DATA_WD-1:0]  i_data,
    output logic signed [DATA_WD-1:0] o_data
    );
   logic signed [DATA_WD-1:0]         r_data_dc [4];
   logic signed [DATA_WD+1:0]         r_sum;
   integer                            ii;
   always @(*)
     begin
        r_sum = r_data_dc[0] + r_data_dc[1] + r_data_dc[2] + r_data_dc[3];
     end
   always @(posedge i_clk or negedge i_rstb)
     begin
        if (~i_rstb)
          begin
             for (ii = 0; ii < 4; ii++)
               r_data_dc[ii] <= 'b0;
             o_data <= 'b0;
          end
        else
          begin
             r_data_dc[0] <= i_data;
             for (ii = 1; ii < 4; ii++)
               r_data_dc[ii] <= r_data_dc[ii-1];
             o_data <= r_sum[DATA_WD+1:2];
          end
     end
endmodule
==> metrics.yaml <==
status:
  status: "finished, final reports clean"
power:
  combPwrFrac_pct: 32.9
  p_clk_share_pct: 28.0
  p_int_w: 0.0008755
  p_sw_w: 0.0003413
  p_leak_nw: 2.243
  power_density_mw_per_mm2: 274.3
  switching_share_pct: 28.05
  ir_worst_vdd_mv: 0.1252
  pwr-share-seq_pct: 39.2
global_routing:
  grtUsageTotal_pct: 11.95
  grt_pass1_wl_um: 8859
  grt_max_degree: 47
  grt_pass1_vias: 2032
  antenna_found_initial: 0
  grt-ovfl-total: 0
route:
  num_vias: 2014
  routed_wl_um: 4917
  wire_per_inst_um: 10.76
  drc: 0
  drtAntennaViolNets: 0
  via_per_inst: 4.407
  diodes: 0
  dr.first_iter.drc_count: 57
  dr.pass1.iters: 4
final_layout:
  area_delta_synth_final_pct: 18.28
  final_cells: 457
  final_util_pct: 49.89
  lay_top_cells: "92 x inv_1, 80 x dfrtp_1, 33 x fa_1"
  drive_above_1_share_pct: 6.304
  layout_top_cell: "inv_1"
sta:
  rsz0062_at_grt: "no"
  worst_clock_skew_ns: 0.007811
  setup_violations: 0
  fin_ws_ns: 4.681
  setup-tns-final_ns: 0
  worstMarginPinSlew_ns: 0.5486
  fin_crit_ns: 3.419
  hold_viol: 0
  period_used_pct: 42.21
  slew_headroom_pct: 63.42
  clock.fmax_ghz: 0.2925
  slew_viol_final: 0
cts:
  clock_sinks: 80
  clk_latency_ns: 0.35
  cts_setup_buffers: 0
  cts_buffers: 9
  cts_resized: 0
  path_clk_slew_ns: 0.08
  ctsHoldBuffers: 0
  cts_tree: "built"
  clk_path_buf_depth: 2
  cts_max_level: 3
  root_buffer: "clkbuf_8"
run:
  drv_cap: 0
  log.warning_count: 25
synthesis:
  ff_type: "dfrtp_1"
  synth_area_sq_mm: 0.003750
  yosys_cells: 305
  synth_area_per_cell_sq_um: 12.29
  ys_chip_area_sq_mm: 0.003750
  synth_seq_share_pct: 53.39
  syn_inst: 305
  ys_warn_count: 2
  async_flop_share_pct: 100.0
  synth-seq-cells: 80
  synth_cell_type_count: 30
  edf_count: 0
place:
  dp.cells: 442
  port_buffers: 33
  hpwl_um: 3656
  place_congestion: 0.8055
  dp_slack_ns: 4.675
worst_hold_path:
  hold_class: "flop to flop"
  hold_depth: 0
  holdCritStartpoint: "r_data_dc[1][2]$_DFF_PN0_"
floorplan:
  die_area_sq_mm: 0.009765
  io_pins: 34
  core_util_floorplan_pct: 42.18
  fp.dieW_um: 98.82
  core_area_sq_mm: 0.008891
  core.rowCount: 34
  die_height_um: 98.82
critical_path:
  end_kind: "flop"
  cp-startpoint: "r_data_dc[0][1]$_DFF_PN0_"
  critPathMaxFanout: 3
  critPathArrivalTime_ns: 3.66
  startpoint_type: "flop"
  cp.required_ns: 8.34
  reg2reg_depth: 13
  crit_type: "flop to flop"
  r2r_start: "r_data_dc[0][1]$_DFF_PN0_"
cells by family (layout without fill, tap and decap cells):
| group | Yosys count | count (layout) | synth area share, % |
|---|---|---|---|
| adder cells (fa/ha/maj) | 48 | 48 | 22.62 |
| buffers and inverters | 97 | 141 | 9.710 |
| XOR/XNOR | 15 | 15 | 3.503 |
| AND/OR/NAND/NOR | 30 | 30 | 4.305 |
| AND-OR/OR-AND | 35 | 35 | 6.473 |
| flip-flops | 80 | 80 | 53.39 |
cell usage after synthesis, types with 2 or more instances:
cell type  number  share of area [%]
nand4_1         3               0.50
dfrtp_1        80                 53
clkbuf_1        5               0.50
inv_1          92                9.2
o31ai_1         2               0.40
nand2_1         8               0.80
xnor2_1        10                2.3
nor2b_1         3               0.50
fa_1           33                 18
nor2_1          5               0.50
nand3_1         2               0.27
o21ai_0         5               0.67
a21oi_1        13                1.7
a221oi_2        2               0.80
ha_1           15                5.0
xor2_1          5                1.2
nand2b_1        3               0.50
a21o_1          7                1.4
layout make-up:
type                    count  area [sq um]
multi-input cells         128          1384
well taps                 108         135.1
clock inverters             5         106.4
flip-flops and latches     80          2002
repair buffers             34         335.3
fillers                   765          4456
clock buffers              10         127.6
inverters                  92         345.3
flip-flops by register name (all words and copies together), names as in the netlist:
register	flops
r_data_dc	64
o_data	16
metrics by stage:
stage          total power [W]  cell area, sq um  hold WS (ns)
2_1_floorplan        0.0007357              3750        0.3537
3_3_place_gp         0.0008887              4202        0.3551
3_5_place_dp         0.0008911              4202        0.3594
4_1_cts               0.001241              4436        0.3679
5_1_grt               0.001311              4436        0.3797
6_report              0.001217              4436        0.3691
power by group through the flow:
stage / Sequential (W) / Combinational [W] / Clock [W]
global route: 0.000483 / 0.000458 / 0.000371
CTS: 0.000477 / 0.000409 / 0.000355
finish: 0.000476 / 0.000400 / 0.000341
metal layers:
layer	vias to the layer above	global-route usage, %	part of all wire (%)
li1	993	-	-
met1	981	18.44	47
met2	33	18.29	47
met3	7	3.608	4.4
met4	0	1.837	1.8
met5	-	0	0
path summary, 6_finish.rpt:
path / end / slack, ns
max: o_data[13]$_DFF_PN0_ / 4.68
min: r_data_dc[2][2]$_DFF_PN0_ / 0.37
max reg2reg: o_data[13]$_DFF_PN0_ / 4.68
min reg2reg: r_data_dc[2][2]$_DFF_PN0_ / 0.37
max in group asynchronous: r_data_dc[3][2]$_DFF_PN0_ / 5.98
min in group asynchronous: r_data_dc[1][0]$_DFF_PN0_ / 1.21
critical path, cell delays in order (launching register included):
cell	delay, ns
dfrtp_1	0.34
inv_1	0.06
fa_1	0.53
inv_1	0.05
fa_1	0.46
nand2_1	0.08
nor2_1	0.05
fa_1	0.40
a21o_1	0.22
a221oi_2	0.33
nand2b_1	0.19
o21ai_1	0.12
a311o_1	0.36
and4_1	0.14
No activity file was given, so power comes from the tool's default toggle rates.
