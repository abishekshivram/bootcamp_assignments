$ cat /design/flow/design.v
`timescale 1ns/100ps
module adder
  #(
    parameter DATA_WD = 16
    )
   (
    input logic [DATA_WD-1:0] i_a,
    input logic [DATA_WD-1:0] i_b,
    output logic [DATA_WD:0]  o_sum
    );
   always @(*)
     begin
        o_sum = {1'b0, i_a} + {1'b0, i_b};
     end
endmodule
$ cat /design/flow/run.sh
#!/bin/bash
# OpenROAD 26Q1-2900-gdf79404cd8, Yosys 0.63+post, stock flow scripts
make -C /OpenROAD-flow-scripts/flow DESIGN_CONFIG=/design/flow/config.mk WORK_HOME=/design/flow/orfs finish
$ cat /design/flow/config.mk
export PLATFORM = sky130hd
export DESIGN_NAME = adder
export DESIGN_NICKNAME = adder
export VERILOG_FILES = /design/flow/design.v
export SDC_FILE = /design/flow/constraint.sdc
export NUM_CORES = 4
export LEC_CHECK = 1
export CORE_AREA = 10 10 77 77
export DIE_AREA = 0 0 87 87
$ cat /design/flow/constraint.sdc
current_design adder

set clk_period 10.5
set clk_io_pct 0.2

create_clock -name clk0 -period $clk_period

set non_clock_inputs [all_inputs -no_clocks]
set_input_delay [expr $clk_period * $clk_io_pct] -clock clk0 $non_clock_inputs
set_output_delay [expr $clk_period * $clk_io_pct] -clock clk0 [all_outputs]
==> GITHUB_STEP_SUMMARY <==
### Yosys + OpenROAD results

| Metric | Value |
|---|---|
| Syn Inst Count | roughly 110 |
| Via Count | 978 |
| CP Launch Type | input pin |
| Antenna violation net count after detailed routing | 0 |
| P_leak | about 0.58 nW |
| Seq share, synth | 0% |
| Wire length on met1 | between 1 and 1.5 mm |
| FF/Latch Area | 0 sq um |
| Max layer used | met3 |
| Yosys synthesis warning count | 1 |
| WS Path Type | in2out |
| Die Area | 0.00757 sq mm |
| Crit path max fanout | 3 |
| PostCTS Resize Cnt | 0 |
| Max Cap Violations | 0 |
| GRT Residual Overflow | 0 |
| Top Layout Cells | clkdlybuf4s50_1, ha_1, a21o_1, a21oi_1, xnor2_1 |
| Post CTS Setup Buffer Count | 0 |
| Worst path required time | 8.40 ns |
| Die Span Y | 87 um |
| Fp_density | between 10% and 20% |
| Status | finished clean |
| Worst-path cell chain | clkdlybuf4s50_1, ha_1, fa_1, a21o_1, a221oi_2, o21ai_2, o311ai_1, clkdlybuf4s50_1 |
| Final cell count without fillers | 203 |
| Io pins | 49 |
| Post-place setup slack | 3.66 ns |
| Critical Path Slowest Stage Cell | clkdlybuf4s50_1 |
| # DRC | 0 |
| CP most frequent cell | clkdlybuf4s50_1 |
| First-pass DRT Iterations | 4 |
| Final WL | between 2 and 3 mm |
| Max_slew headroom | 68.0% |
| Metal3 WL | 264 um |
| Netlist Area Pre-Place | roughly 860 sq um |
| Flop count | 0 |
| Tool warnings | 32 |
| Layout cell share with drive strength beyond 1 | 3.97% |
| Number of global-route vias before repair | 1008 |
| CP peak stage delay | about 0.52 ns |
| WL per Instance | 13.3 um |
| Placement row count | 24 |
| Filler cells | 469 |
| Placed cell count | 203 |
| Fmax | roughly 150 MHz |
| Tightest Pin Transition | 0.477 ns |
| Area delta synth->final | 59.6% |
| Die W | 87 um |
| Largest net degree at the start of global routing | 12 |
| Routed vias/inst | between 4 and 5 |
| HP Class | in2out |
| Worst vdd ir | 18.4 uV |
| Antenna diode count | 0 |
| Slew Viols, Final | 0 |
| Fin. Hold Viols | 0 |
| Yosys synthesis chip area | 856 sq um |
| RSZ-0062 raised after global routing | false |
| Crit path capture type | primary output |
| Commonest Layout Cell | clkdlybuf4s50_1 |
| Hold buffer count at CTS | 0 |
| Gate Area | 796 sq um |
| First-pass GRT wire length | 4.61 mm |
| Core area | 0.00435 sq mm |
| Final period demand of the worst path | about 6.8 ns |
| Cell Type Count | 39 |
| Mean Syn Cell Area | 7.78 sq um |
| Port bufs | 49 |
| Hold WS | 5.23 ns |
| WL met2 | about 1.3 mm |
| CLK BUF | 0 |
| CP startpoint | i_a[0] |
| DPL Wire Length | approximately 2.3 mm |
| Initial antenna violation count | 0 |
| Setup violators final | 0 |
| Post-route setup slack | 3.70 ns |
| Starting DRT DRC Count | 30 |
| Fin crit share | 64.8% |
| GRT Util Overall | 7.01% |
| GP Congestion | 0.771 |
| Tot Pwr | 0.0866 mW |
| Pwr per Cell Area | 63.4 mW/mm^2 |
| TNS Setup | 0 ns |
| Worst Path Arrival | 4.70 ns |
| Min-delay src | i_b[0] |
| # Cells Yosys | 110 |
==> path summary, 6_finish.rpt <==
| check | slack [ns] | cells past startpoint | end |
|---|---|---|---|
| worst min-delay path | 5.23 | 3 | o_sum[0] |
| worst max-delay path | 3.70 | 8 | o_sum[14] |
==> cell usage after synthesis, drive strengths merged, types with 2 or more instances <==
cell     n  share of area [%]
inv      4                1.8
buf      7                4.8
nor2b    2                1.5
xor2     4                4.1
o211ai   3                2.6
and3     4                2.9
o311ai   2                2.0
nand2    4                1.8
ha      16                 23
nor2     3                1.3
a221oi   2                3.5
a21o     9                7.9
nor4     3                2.2
nand3    3                1.8
a41oi    2                2.0
a21oi    8                5.6
a211oi   4                3.5
o21bai   2                2.2
o21ai    5                3.4
nor3     3                1.8
xnor2    6                6.1
nand4    2                1.5
==> layer usage <==
layer  GRT usage, %  vias up
li1               -      519
met5              0        -
met2           12.1       24
met3           2.17        0
met1           8.86      435
met4              0        0
==> kinds of logic (layout without fill, tap and decap cells) <==
group           count (synthesis)  in the layout  synth area share (%)
simple gates                   27             27                  17.1
buf+inv                        12             53                  7.02
xor+xnor                       10             10                  10.2
compound gates                 44             44                  39.9
fa+ha+maj                      17             17                  25.7
==> cell type report <==
type,count,share of cell area (%)
inverter,4,1.10
multi-input combinational,98,58.2
tap,52,4.76
timing repair buffer,49,35.9
==> power by group <==
group          switching (mW)  internal [mW]
registers                   0              0
logic                  0.0333         0.0533
clock network               0              0
==> metrics by stage <==
step           area [sq um]  utilization (%)
2_1_floorplan           856                -
3_3_place_gp           1370             31.4
3_5_place_dp           1370             31.4
4_1_cts                1370             31.4
5_1_grt                1370             31.4
6_report               1370             31.4
==> worst max-delay path: cells and delay by family <==
kind / cells / cell delay [ns]
fa+ha+maj: 2 / 0.65
compound gates: 4 / 1.03
buf+inv: 2 / 0.92
Power is estimated from default activity; no workload was simulated.
