## design/flow/constraint.sdc

```tcl
current_design counter_wrapper

set clk_period 3.5
set clk_io_pct 0.2

create_clock -name clk0 -period $clk_period [get_ports {i_clk}]

set non_clock_inputs [all_inputs -no_clocks]
set_input_delay [expr $clk_period * $clk_io_pct] -clock clk0 $non_clock_inputs
set_output_delay [expr $clk_period * $clk_io_pct] -clock clk0 [all_outputs]
```

## design/flow/config.mk

```make
export PLATFORM = sky130hd
export DESIGN_NAME = counter_wrapper
export DESIGN_NICKNAME = counter_wrapper
export VERILOG_FILES = /design/flow/design.v
export SDC_FILE = /design/flow/constraint.sdc
export NUM_CORES = 4
export LEC_CHECK = 1
export CORE_AREA = 10 10 84 84
export DIE_AREA = 0 0 94 94
```

## design/flow/run.sh

```bash
#!/bin/bash
# OpenROAD 26Q1-2900-gdf79404cd8, Yosys 0.63+post, stock flow scripts
make -C /OpenROAD-flow-scripts/flow DESIGN_CONFIG=/design/flow/config.mk WORK_HOME=/design/flow/orfs finish
```

## design/flow/design.v

```verilog
`timescale 1ns/100ps
module counter
  #(
    parameter COUNT_WD = 16
    )
   (
    input logic                 i_clk,
    input logic                 i_rstb,
    input logic                 i_tm_reset,
    input logic                 i_tm_direction,
    output logic [COUNT_WD-1:0] o_count
    );
   logic [COUNT_WD-1:0]         r_count, r_count_inc, r_count_next;
   always @(*)
     begin
        r_count_inc  = i_tm_direction ? {COUNT_WD{1'b1}} : {{(COUNT_WD-1){1'b0}}, 1'b1};
        r_count_next = i_tm_reset ? 'b0 : r_count + r_count_inc;
        o_count      = r_count;
     end
   always @(posedge i_clk or negedge i_rstb)
     begin
        if (~i_rstb)
          begin
             r_count <= 'b0;
          end
        else
          begin
             r_count <= r_count_next;
          end
     end
endmodule
`timescale 1ns/100ps
module counter_wrapper
  #(
    parameter COUNT_WD = 16
    )
   (
    input logic                 i_clk,
    input logic                 i_rstb,
    input logic                 i_tm_reset,
    input logic                 i_tm_direction,
    output logic [COUNT_WD-1:0] o_count
    );
   counter #(.COUNT_WD (COUNT_WD)) dut
     (
      .o_count                          (o_count),
      .i_clk                            (i_clk),
      .i_rstb                           (i_rstb),
      .i_tm_reset                       (i_tm_reset),
      .i_tm_direction                   (i_tm_direction)
      );
   initial
     begin
        $dumpfile("./results/counter_cocotb.vcd");
        $dumpvars(0, counter_wrapper);
     end
endmodule
```

==> flow_summary.json <==
{
  "status": "finished clean",
  "busiest_layer": "met2",
  "cts_tree": "built",
  "avgSynthCellArea_um2": 9.63,
  "port_buffers": 19,
  "die_x_um": 94,
  "power_density_nw_per_um2": 752,
  "required_ns": 3.63,
  "ys_cells": 128,
  "timing.setup.critical_path_class": "in -> reg",
  "relSlewSlack_pct": 47.3,
  "yosysMostFrequentCell": "nor2_1",
  "grt_pass1_vias": 995,
  "post_cts_buffers": 0,
  "dr.pass1.iters": 4,
  "critPathArrivalTime_ns": 2.89,
  "dieHeight_um": 94,
  "syn_to_final_growth_pct": 26.1,
  "cp-end-kind": "register",
  "synth_flops": 16,
  "diodes": 0,
  "crit_path_max_incr_delay_ns": 0.47,
  "antenna_found_initial": 0,
  "grt_usage_pct": 6.38,
  "period_used_pct": 79.0,
  "power_mw": 1.17,
  "initCoreUtil_pct": 23.7,
  "fill_cells": 570,
  "cts_buffers": 3,
  "overflow": 0,
  "r2r_cells": 7,
  "htreeDepth": 1,
  "met3_usage_pct": 1.70,
  "dp_hpwl_mm": 2.09,
  "vias": 976,
  "core_area_um2": 5200,
  "fmax_ghz": 0.362,
  "hold_path_class": "reg -> reg",
  "grt_pass1_wl_mm": 4.70,
  "grt_use_met1_pct": 8.90,
  "clockRootBuffer": "clkbuf_8",
  "drtIter0Drc": 60,
  "gp_congestion": 0.872,
  "crit_path_cell_trace": "clkdlybuf4s50_1, buf_4, ha_1, and4_4, a221oi_2, a32oi_1, a41oi_1, mux2_1",
  "die_area_um2": 8840,
  "synth_chip_area_um2": 1230,
  "largest_register_ff_count": 16,
  "ys_warn_count": 4,
  "hold_ws_ns": 0.540,
  "wirelength_mm": 2.69,
  "rsz0062_at_grt": "no",
  "cts.repair.resized": 0,
  "edf_count": 0,
  "final.setup.tns_ns": 0,
  "wl_per_cell_um": 12.3,
  "skew_ns": 0.00196,
  "ioPinCount": 20,
  "hold_viol": 0,
  "clkSinkCount": 16,
  "clk_pin_slew_ns": 0.07,
  "cp_max_fo": 15,
  "drive_above_1_share_pct": 8.72,
  "warnings": 25,
  "regMostFlops": "dut.r_count",
  "syn_area_um2": 1230,
  "start_kind": "primary input",
  "cap_viol_max_count": 0,
  "synthTopCellsByArea": "dfrtp_1 (32%), ha_1 (14%), mux2_1 (5.5%), nor2_1 (5.2%), a21oi_1 (4.5%)",
  "synthCells": 128,
  "cts_buffer_depth": 2,
  "drv_slew": 0,
  "crit_slowest_cell": "clkdlybuf4s50_1",
  "fin_crit_ns": 2.76,
  "p_leak_nw": 0.691,
  "top_area_share_pct": 32.5,
  "holdPathStages": 1,
  "drt_drc_violations_left": 0,
  "gr-usage-met2_pct": 9.85,
  "top_area_cell": "dfrtp_1",
  "async_flop_share_pct": 100,
  "worst_pin_slew_ns": 0.787,
  "hold_buffers": 0,
  "synth_seq_share_pct": 32.5,
  "grt_max_degree": 23,
  "synth_top_flop_cell": "dfrtp_1",
  "synth.distinct_cells": 38,
  "rows": 26,
  "synthTopCellsByCount": "nor2_1 (17), dfrtp_1 (16), ha_1 (14), a21oi_1 (11), nand2_1 (8)",
  "vdd_ir_drop_max_mv": 0.312,
  "largestRegisters": "dut.r_count: 16 flops",
  "setup_viol_count_final": 0,
  "insertion_delay_ns": 0.25,
  "viasPerCell": 4.46,
  "final_antenna_net_count": 0
}
[final timing paths]
| path | slack [ns] | from | endpoint |
|---|---|---|---|
| worst max register to register | 1.30 | dut.r_count[0]$_DFF_PN0_ | dut.r_count[14]$_DFF_PN0_ |
| worst min-delay path | 0.54 | dut.r_count[0]$_DFF_PN0_ | dut.r_count[0]$_DFF_PN0_ |
| worst min register to register | 0.54 | dut.r_count[0]$_DFF_PN0_ | dut.r_count[0]$_DFF_PN0_ |
| max in group asynchronous | 2.17 | i_rstb | dut.r_count[10]$_DFF_PN0_ |
| min in group asynchronous | 0.88 | i_rstb | dut.r_count[3]$_DFF_PN0_ |
| worst max-delay path | 0.74 | i_tm_direction | dut.r_count[14]$_DFF_PN0_ |
[cells in the final DEF, fill, tap and decap left out, types with 3 or more instances in the layout]
master | synthesis | routed
clkdlybuf4s50_1 | 0 | 19
ha_1 | 14 | 14
xnor2_1 | 4 | 4
nor2b_1 | 7 | 7
nor3_1 | 3 | 3
clkbuf_8 | 0 | 4
nand2_1 | 8 | 8
mux2_1 | 6 | 6
a21oi_1 | 11 | 11
inv_1 | 4 | 4
nor2_1 | 17 | 17
dfrtp_1 | 16 | 16
a21o_1 | 3 | 3
o21ai_0 | 4 | 4
[metrics by stage]
| step | instances | cell area [um2] | setup WS (ns) | utilization [%] |
|---|---|---|---|---|
| 2_1_floorplan | 128 | 1230 | 1.20 | - |
| 5_1_grt | 219 | 1550 | 0.577 | 29.9 |
| 4_1_cts | 219 | 1550 | 0.732 | 29.9 |
| 6_report | 219 | 1550 | 0.735 | 29.9 |
| 3_3_place_gp | 215 | 1500 | 0.468 | 28.8 |
| 3_5_place_dp | 215 | 1500 | 0.474 | 28.8 |
[power by group]
group	total (mW)	switching, mW	internal (mW)
clock	0.165	0.0657	0.0998
combinational	0.703	0.325	0.378
sequential	0.301	0.0441	0.257
[cell type report]
| type | count | area (um2) | share of cell area (%) |
|---|---|---|---|
| Multi-Input combinational cell | 105 | 798 | 51.4 |
| Sequential cell | 16 | 400 | 25.8 |
| Timing Repair Buffer | 20 | 198 | 12.7 |
| Tap cell | 70 | 87.6 | 5.64 |
| Clock buffer | 4 | 55.1 | 3.54 |
| Inverter | 4 | 15.0 | 0.966 |
[worst max-delay path, delay by kind of cell]
kind	cells	cell delay [ns]
simple gates	1	0.25
fa+ha+maj	1	0.35
buf+inv	2	0.70
mux	1	0.34
compound gates	3	0.55
[logic make-up (layout without fill, tap and decap cells)]
group           Yosys count  in the layout  share of synthesized area (%)
simple gates             44             44                           17.4
buf+inv                   7             28                           2.74
fa+ha+maj                15             15                           15.8
compound gates           34             34                           21.8
mux                       6              6                           5.48
xor+xnor                  6              6                           4.26
flops                    16             16                           32.5
[routing by layer]
layer | wire length (um) | share of wire, % | vias to the layer above
met5 | 0 | 0 | -
met4 | 27 | 1.0 | 0
met3 | 112 | 4.2 | 2
met2 | 1180 | 44 | 9
met1 | 1370 | 51 | 456
li1 | - | - | 509
